`flow/constraint.sdc`:
```
current_design sdram16_ctrl

set clk_period 4.0
set clk_io_pct 0.2

create_clock -name clk0 -period $clk_period [get_ports {clk}]

set non_clock_inputs [all_inputs -no_clocks]
set_input_delay [expr $clk_period * $clk_io_pct] -clock clk0 $non_clock_inputs
set_output_delay [expr $clk_period * $clk_io_pct] -clock clk0 [all_outputs]
```
`flow/run.sh`:
```
#!/bin/bash
# OpenROAD 26Q1-2900-gdf79404cd8, Yosys 0.63+post, stock flow scripts
make -C /OpenROAD-flow-scripts/flow DESIGN_CONFIG=/design/flow/config.mk WORK_HOME=/design/flow/orfs finish
```
`flow/config.mk`:
```
export PLATFORM = sky130hd
export DESIGN_NAME = sdram16_ctrl
export DESIGN_NICKNAME = sdram16_ctrl
export VERILOG_FILES = /design/flow/design.v
export SDC_FILE = /design/flow/constraint.sdc
export NUM_CORES = 4
export LEC_CHECK = 1
export CORE_UTILIZATION = 50
```
`flow/design.v`:
```
`timescale 1ns/1ns
module sdram16_ctrl (
    wr_req, wr_gnt, wr_addr, wr_data, rd_req, rd_gnt, rd_addr, rd_data, rd_valid,
    ba, addr, cmd, cke, cs_n, dq,
    clk,rst                           
);
input clk,rst;
localparam data_sz = 16;
localparam ba_sz   = 2;
localparam row_sz  = 13;
localparam col_sz  = 10;
localparam casl    = 2;
localparam pwr_on_delay = 13_250;
localparam pwr_on_clk_stab = 5;
localparam pwr_on_ok = pwr_on_clk_stab + pwr_on_delay;
localparam tRP = 2;
localparam tRC = 8;
localparam tMRD = 2;
localparam sdram_rfr_rate = 1041;
localparam init_precharge = pwr_on_ok + tRP + tRP;
localparam init_autoref = init_precharge + (10*tRC);
localparam init_done = init_autoref + tMRD;
input wr_req;
output wr_gnt;
input [row_sz+col_sz-1:0] wr_addr;
input [data_sz-1:0] wr_data;
input  rd_req;
output rd_gnt;
input  [col_sz+row_sz-1:0] rd_addr;
output reg [data_sz-1:0] rd_data;
output rd_valid;
output cke;                  
output cs_n;                       
output reg [2:0] cmd;                  
output reg [ba_sz-1:0] ba;                   
output reg [row_sz:0] addr;
inout  reg [data_sz-1:0] dq;                   
localparam [2:0] sdram_cmd_nop       = 3'b111,
                 sdram_cmd_precharge = 3'b010,
                 sdram_cmd_refresh   = 3'b001,
                 sdram_cmd_mrs       = 3'b000; 
localparam [3:0] sdram_init_wb      = 1'b0,
                 sdram_init_op_mode = 2'b00,
                 sdram_init_casl    = 3'b010,
                 sdram_init_btype   = 1'b1,
                 sdram_init_blen    = 3'b010;
wire stall;					
wire [0:31] sdram_delay_cnt;
wire [0:10] sdram_rfr_cnt;
reg 		   sdram_rfr_needed;
reg [3:0] 	init_autoref_cnt;
reg 			sdram_initialized;
reg[3:0] state, next_state;
assign cke  = 1'b1;                     
assign dqm  = 2'b11;
assign cs_n = 1'b0;
assign stall = 1'b0;
cnt_binary_ce_clear #(.WIDTH(32)) cnt0 (
            .cke(!stall),
            .clear(state!=next_state),
            .q(sdram_delay_cnt),
            .rst(rst),
            .clk(clk)
);
always @(posedge clk or posedge rst) begin
    if (rst)
        state <= 3'b000;
    else 
        state <= next_state; 
end
always @ (posedge clk or posedge rst) begin
	if (rst)
		sdram_initialized <= 0;
	else
		if (state > 3'b000) 
			sdram_initialized <= 1'b1;
	end 
always @(*) begin
	 next_state = state;
    case(state)
        3'b000:
            if (sdram_delay_cnt == init_done)
                next_state = 3'b001;
        3'b001:
            if (sdram_delay_cnt == sdram_rfr_rate)
                next_state = 3'b010;
        3'b010:
            if (sdram_delay_cnt == tRP + tRC + tRC)
					next_state = 3'b001;
    endcase
end
always @ (*) begin
    if (rst) begin
        sdram_rfr_needed <= 0;
    end else
        if (sdram_delay_cnt == sdram_rfr_rate)
            sdram_rfr_needed <= 1'b1;
        else if (state == 3'b010) 
            sdram_rfr_needed <= 1'b0;    
end
always @ (*) begin
	if (rst)
		init_autoref_cnt = 0;
	else
		if (state == 3'b000)
			if (sdram_delay_cnt == (init_precharge + (init_autoref_cnt*tRC)))
				init_autoref_cnt = init_autoref_cnt + 1;
end 
always @(*) begin
    cmd = sdram_cmd_nop;
    case(state)
        3'b000: begin
            if (sdram_delay_cnt == (pwr_on_ok)) begin         
                {ba,addr,cmd} = {15'b110010000000000,sdram_cmd_precharge};
				end else if (init_autoref_cnt < 10) begin  
                cmd = sdram_cmd_refresh;
            end else if (sdram_delay_cnt == init_autoref) begin  
                cmd = {5'b00000, sdram_init_wb, sdram_init_op_mode, sdram_init_casl, 
                        sdram_init_btype, sdram_init_blen, sdram_cmd_mrs };
            end
			end
        3'b010: begin
				if (sdram_delay_cnt == 0)
					cmd = sdram_cmd_precharge;
				else if (sdram_delay_cnt == tRP)
					cmd = sdram_cmd_refresh;
				else if (sdram_delay_cnt == tRP + tRC)
					cmd = sdram_cmd_refresh;
        end
        endcase
    end 
endmodule
module cnt_binary_ce_clear 
		#( parameter WIDTH=11) 
		(cke, clear, q, dir, rst, clk);
    input cke, clear;
    input dir;
    output reg [0:WIDTH-1] q;
    input rst;
    input clk;
    always @ (posedge clk or posedge rst) begin
        if (rst)
            q <= 0;
        else
            if (cke)
                if (clear)
                    q <= 0;
                else 
                    q <= q + 1;
        end
endmodule
```
==> results.toml <==
# yosys + openroad results
[worst_hold_path]
worst_hold_startpoint = "cnt0.q[0]"
worstHoldPathType = "reg -> reg"

[logic_synthesis]
synth_top_cell_by_area = "sky130_fd_sc_hd__dfrtp_1"
yosys_most_used_dff = "sky130_fd_sc_hd__dfrtp_1"
topCellsByArea = "sky130_fd_sc_hd__dfrtp_1, sky130_fd_sc_hd__buf_4, sky130_fd_sc_hd__xor2_1"
post_synthesis_async_set_or_reset_flop_share = 0.900
netlist_area_um2 = 2540
yosys-stat-area_um2 = 2540
synthTopLogicFamily = "simple AND/OR/NAND/NOR gates"
post-synth-top-count-cell = "sky130_fd_sc_hd__buf_4"
netlist-cell-type-count = 46
enable_flop_cells = 0
mux_share = 0
post_synth_inst_count = 284
synth_largest_type_area_fraction = 0.354
ys_top_cells_by_count = "sky130_fd_sc_hd__buf_4, sky130_fd_sc_hd__dfrtp_1, sky130_fd_sc_hd__nor2_1, sky130_fd_sc_hd__xor2_1, sky130_fd_sc_hd__nand2_1"
simple_gate_area_frac = 0.256
post_synth_ao_oa_area_fraction = 0.0551
xor_share = 0.124
yosysCellCount = 284
synth-warning-count = 30
synth.ff_latch_count = 40
synthesis.area_per_instance_um2 = 8.95
adder_share = 0.0295

[detailed_routing]
detailroute.via_count = 1728
detailed_route_wl_um = 4200
routedWlPerCell_um = 12.0
drc_errors = 0
drt_iter0_drc = 84
antenna_cells_inserted = 0
first_pass_iteration_count_of_the_detailed_router = 4
vias_per_cell = 4.95
ant_nets = 0

[global_route]
grt_max_degree = 34
number_of_antenna_violations_at_the_first_check_in_global_routing = 0
grt_pass1_wl_um = 7160
grt_remaining_overflow = 0
via_count_of_the_first_global_routing_pass = 1566
grt.total_usage = 0.176

[placed_design]
numPlacedInstances = 341
post-dp-hpwl_um = 3050
io_buffers = 4
preCtsSetupSlack_ns = 0.766
routabilityCongestion = 0.813

[final_layout]
post-route-util = 0.529
layout-drive-gt1-share = 0.0603
area_delta_synth_final_pct = 0.148
finish.cell_count_without_fillers = 349

[worst_setup_path]
timing.critical_path.required_ns = 3.20
r2r_slack_ns = 1.81
critPathLaunchType = "flop"
crit-reg2reg-launch = "cnt0.q[31]"
timing_worst_setup_path_type = "reg -> out"
cp_max_fo = 7
worst-endpoint-arrival_ns = 2.73
startpoint = "cnt0.q[16]"
setup.worst_path.end_class = "output port"

[timing]
max_slew.worst_pin.slew_ns = 0.587
post-route-min-period_ns = 3.53
drv_slew = 0
timing.fmax_mhz = 283
hold_ws_ns = 0.470
unconstrained_endpoints = 20
tns_ns = 0
hold_violations = 0
period_used_share = 0.883
max_slew_margin = 0.603
finalSetupViolations = 0
timing.final.ws_setup_ns = 0.466
unclocked_pins = 4
rsz_0062_raised_after_global_routing = "false"
finClkSkew_ns = 0.00584

[clock_tree]
cts_made_buffers = 5
cts_resized = 0
clock_tree_from_tritoncts = "done"
clock_transition_time_at_the_flip_flop_clock_pins_of_the_worst_setup_and_hold_paths_ns = 0.07
post_cts.repair.setup_buffers = 0
clk_path_buf_depth = 2
clock_tree.root_cell = "sky130_fd_sc_hd__clkbuf_8"
hold_buffers = 0
clock_insertion_delay_worst_skew_ns = 0.28
cts.htree.levels = 2

[die]
number_of_top_level_pins = 122
initial_utilization = 0.528
floorplan.die.width_um = 73.3
fp.coreArea_um2 = 4820
die_h_um = 73.3
dieArea_um2 = 5370
rows = 25

[run]
drv_cap = 0
warning_count = 109

[run_status]
run_status = "completed"

[power]
leakage_nw = 1.21
peakVddDrop_mv = 0.210
power-per-cell-area_nw_per_um2 = 252
==> path summary, 6_finish.rpt <==
kind | endpoint | cells after the start
worst max-delay path | cmd[2] | 6
worst min-delay path | cnt0.q[0] | 1
worst max register to register | cnt0.q[19] | 7
worst min register to register | cnt0.q[0] | 1
max in group asynchronous | cnt0.q[1] | 3
min in group asynchronous | state[1] | 2
==> power breakdown <==
group	internal [mW]	switching (mW)
Sequential	0.366	0.00115
Clock	0.137	0.123
Combinational	0.00342	0.0103
Total	0.507	0.135
==> metrics by stage <==
step | power (mW) | cell area [um^2]
finish | 0.642 | 2550
global route | 0.667 | 2550
CTS | 0.652 | 2550
detailed placement | 0.389 | 2450
global placement | 0.389 | 2450
floorplan | 0.408 | 2670
==> cells in the final DEF, fill, tap and decap left out, types with 7 or more instances in the layout <==
| master | n |
|---|---|
| sky130_fd_sc_hd__xor2_1 | 22 |
| sky130_fd_sc_hd__xnor2_1 | 14 |
| sky130_fd_sc_hd__inv_1 | 11 |
| sky130_fd_sc_hd__nand3_1 | 13 |
| sky130_fd_sc_hd__dfrtp_1 | 36 |
| sky130_fd_sc_hd__nand2_1 | 17 |
| sky130_fd_sc_hd__nor2_1 | 31 |
| sky130_fd_sc_hd__conb_1 | 37 |
| sky130_fd_sc_hd__nor3_1 | 7 |
| sky130_fd_sc_hd__nand4_1 | 15 |
==> flip-flops by register name (all words and copies together), names as in the netlist <==
register          cells
state                 4
cnt0.q               32
init_autoref_cnt      4
==> worst max-delay path, stage by stage (launching register included) <==
cell                              delay, ns
sky130_fd_sc_hd__dfrtp_1               0.44
sky130_fd_sc_hd__or4_1                 0.57
sky130_fd_sc_hd__nor3_2                0.20
sky130_fd_sc_hd__and2_1                0.32
sky130_fd_sc_hd__a21oi_1               0.17
sky130_fd_sc_hd__a221o_1               0.36
sky130_fd_sc_hd__clkdlybuf4s50_1       0.39
==> logic make-up after synthesis <==
logic type | after synthesis
fa+ha+maj | 6
other cells | 2
latches | 4
compound gates | 20
flops | 36
xor+xnor | 36
buf+inv | 61
simple gates | 119
==> layout make-up <==
class / count / area, um^2
sequential: 40 / 961
clock inverter: 2 / 10.0
tap: 67 / 83.8
timing repair buffer: 5 / 47.5
clock buffer: 6 / 82.6
inverter: 11 / 41.3
fill: 467 / 2270
multi-input combinational: 218 / 1320
==> metal layers <==
metal,wire length [um],share of wire,track usage
met1,2030,0.48,0.286
met2,1990,0.47,0.273
met3,120,0.029,0.0250
met4,54,0.013,0.0192
met5,0,0,0
Power and IR drop assume default switching activity.
